==> design/flow/design.v <==
`timescale 1ns / 1ps
module code(
    input Clk,
    input Reset,
    input Slt,
    input En,
    output [63:0] Output0,
    output [63:0] Output1
    );
	 reg [63:0] Output0_,Output1_,o2;
initial begin
	Output0_=0;
	Output1_=0;
end
assign Output0=Output0_;
assign Output1=Output1_;
always  @(posedge Clk)begin
	if(En == 1)begin
		if(Slt == 0)
			Output0_ = Output0_ + 1;
		else if(Slt == 1)begin
			o2 = o2 +1;
			if(o2 == 4)begin
				o2 = 0;
				Output1_ = Output1_ + 1;
			end
		end
	end
	if(Reset == 1)begin
		Output0_=0;
		Output1_=0;
		o2= 0; 
		end
	end
endmodule
==> design/flow/run.sh <==
#!/bin/bash
# OpenROAD 26Q1-2900-gdf79404cd8, Yosys 0.63+post, stock flow scripts
make -C /OpenROAD-flow-scripts/flow DESIGN_CONFIG=/design/flow/config.mk WORK_HOME=/design/flow/orfs finish
==> design/flow/config.mk <==
export PLATFORM = sky130hd
export DESIGN_NAME = code
export DESIGN_NICKNAME = code
export VERILOG_FILES = /design/flow/design.v
export SDC_FILE = /design/flow/constraint.sdc
export NUM_CORES = 4
export LEC_CHECK = 1
export CORE_UTILIZATION = 30
==> design/flow/constraint.sdc <==
current_design code

set clk_period 17.8
set clk_io_pct 0.2

create_clock -name clk0 -period $clk_period [get_ports {Clk}]

set non_clock_inputs [all_inputs -no_clocks]
set_input_delay [expr $clk_period * $clk_io_pct] -clock clk0 $non_clock_inputs
set_output_delay [expr $clk_period * $clk_io_pct] -clock clk0 [all_outputs]
==> run summary <==
Flow results.

- Across every metal layer, demand over resource in global routing totals approximately 17%.
- The post-synthesis chip area from yosys is approximately 11,000 um2.
- The share of Yosys cell area claimed by the top area cell type is 34.72%.
- The width of the chip is 194.1 um.
- The tool warning count for the run is 27.
- The total die area is 37,670 um2.
- Pin placement for this block handled 132 I/O pins.
- The total power per unit cell area is 65.58 nW/um2.
- The clock share of power is 48.1%.
- The number of hold buffers added after CTS was 0.
- The final count of hold timing violations is 0.
- The wire length of the first global-routing pass is roughly 52 mm.
- The fill cell total of the finished layout is 3,591.
- According to the floorplan report, the die height is slightly below 200 um.
- The clock skew is 0.01194 ns.
- The ratio of routed vias to standard cells is 5.323.
- Hold analysis lists the worst path endpoint as Output1_[63].
- The maximum number of pins on one net before global-route repair is 103.
- The count of max-cap constraint violations is 0.
- The final route contains ~10k vias.
- The global route total overflow is 0.
- OpenROAD reports that the post-layout worst path occupies between 30% and 40% of the period.
- The average size of a mapped cell is 7.823 um2.
- The share of async-settable or async-resettable flops after synthesis is 0%.
- Setup repair after global routing left no endpoint under its margin.
- The detailed placement HPWL is ~23 mm.
- The script parses the final routing iteration and logs DRC violations as 0.
- The arrival time of data at the worst endpoint is listed as 7.25 ns.
- The endpoint identified for the worst register-to-register timing path is Output1_[58].
- The top cell type by instance count after synthesis is sky130_fd_sc_hd__nor2_1.
- The worst-path maximum fanout is 28.
- The core outline area is 35,910 um2.
- The clock period could shrink to 6.888 ns.
- STA reports the tightest min-delay check as being of type flop to flop.
- The maximum frequency from static timing analysis is 145.2 MHz.
- The CTS tree is done.
- The number of H-tree levels is 4.
- The count of routing violations after the opening detailed-route iteration is 636.
- The share of total power dissipated in sequential elements is 49.8%.
- Per Yosys stat, the portion of area used by sequential elements is approximately a third.
- STA shows the worst reg2reg path with a cell count of 10.
- The start of the worst register-to-register path is o2[0].
- Antenna repair during routing inserted a diode count of 0.
- The post-synthesis cell count from yosys is 1,415.
- The switching power total is 0.1904 mW.
- The synthesis stat section lists a flop and latch total of 192.
- The part of the power in combinational logic is 2.0%.
- The post-route netlist has 7.620% of its cells at a drive strength greater than 1.
- The mapped netlist covers 11,070 um2.
- Adding up every negative setup slack in the final design gives 0 ns.
- For this run, the detailed router's first-pass iteration total came to 5.
- Per the post-route antenna check, the number of violating nets is 0.
- Between the synthesized netlist and the finished layout, the area growth was recorded as 19.14%.
- The number of cells on the worst hold path is listed as 2.
- The number of global-route vias before repair was roughly 9.5k.
- According to the timing report, the data required time at the worst endpoint equals ~18 ns.
- The cell type that accounts for the most area after synthesis is sky130_fd_sc_hd__dfxtp_1.
- The final timing report lists a max-slew violation count of 0.
- Across all setup checks in the final design, the least slack found is 10.91 ns.
- The run finished with clean final reports.
- The switching share of power is 22.02%.
- The critical path endpoint category is a flop.
- CTS reports a maximum clock tree buffer depth of 2.
- The slew of the pin with the lowest slew margin is 0.8436 ns.
- At the end of routability-driven placement, the weighted congestion stood at 0.9406.
- The setup path with the least slack is of type primary input to flop.
- Ranked by instance count, the synthesized netlist is headed by sky130_fd_sc_hd__nor2_1 (194), sky130_fd_sc_hd__dfxtp_1 (192), sky130_fd_sc_hd__nand2_1 (118).
- The clock slew at the register clock pins of the worst setup and hold paths is approximately 0.070 ns.
- CTS placed an instance of sky130_fd_sc_hd__clkbuf_16 at the clock tree root.
- According to the CTS report, the clock sink count is around 190.
- The CTS report gives the tree buffer count as 17.
- The main flop type is sky130_fd_sc_hd__dfxtp_1.
- OpenSTA, run right after detailed placement, puts the worst setup slack at 10.47 ns.
- Internal power comes to approximately 0.67 mW.
- The max-slew headroom at the worst pin is 43.55%.
- The number of warnings reported in the yosys synthesis log is 1.
- In the Yosys stats the netlist draws on 75 distinct library cells.
- The number of flops mapped to enable cells by yosys is 0.
- After clock tree synthesis, the setup repair step added 0 buffers.
- IR analysis of the VDD net gives a maximum drop of between 0.00006 and 0.00007 V.
- The setup check on the worst reg-to-reg path leaves a slack of 12.79 ns.
- The floorplan utilization is 30.82%.
- The count of endpoints failing setup in the final report is 0.
- The startpoint of the lowest-slack hold path is Output1_[63].
- In this run the core area contains slightly below 70 standard-cell rows.
- The instance count of the mapped netlist is between 1k and 1.5k.
- STA classifies the critical path startpoint as a primary input.
- The skew report gives the latency at the later pin of the worst-skew pair as 0.43 ns.
- The total wire length after detailed routing is between 30 and 40 mm.
- The synthesis report lists the most area-consuming cells as sky130_fd_sc_hd__dfxtp_1 (35%), sky130_fd_sc_hd__nor2_1 (6.6%), sky130_fd_sc_hd__xnor2_1 (4.9%), sky130_fd_sc_hd__xor2_1 (4.3%), sky130_fd_sc_hd__nand2_1 (4.0%).
- The detailed-route wire length per cell is about 16 um.
- In this run, post-CTS repair resized a total of 0 instances.
- The initial antenna violation count is 1.
- The leakage power of the design is 4.037 nW.
- Per the placement log, port buffering inserted 131 buffers.
-- placed cells by master, fill, tap and decap left out, types with 5 or more instances in the layout --
cell                              netlist  final
sky130_fd_sc_hd__clkbuf_16              0     17
sky130_fd_sc_hd__o31ai_1                9      9
sky130_fd_sc_hd__mux2i_1                7      7
sky130_fd_sc_hd__nand3_1               81     81
sky130_fd_sc_hd__or4_1                 23     23
sky130_fd_sc_hd__o21ai_0               67     67
sky130_fd_sc_hd__or2_2                 10     10
sky130_fd_sc_hd__and2_1                 6      6
sky130_fd_sc_hd__or4_4                  5      5
sky130_fd_sc_hd__mux2_2                28     28
sky130_fd_sc_hd__inv_1                 22     22
sky130_fd_sc_hd__clkdlybuf4s50_1        0    130
sky130_fd_sc_hd__nand4_1               68     68
sky130_fd_sc_hd__nand2_1              118    118
sky130_fd_sc_hd__nor3_1                53     53
sky130_fd_sc_hd__or3_1                 70     70
sky130_fd_sc_hd__xor2_1                54     54
sky130_fd_sc_hd__nor2_1               194    194
sky130_fd_sc_hd__xnor2_1               62     62
sky130_fd_sc_hd__nor2b_1               36     36
sky130_fd_sc_hd__nand4b_1               7      7
sky130_fd_sc_hd__nor4_1                37     37
sky130_fd_sc_hd__buf_4                  2     11
sky130_fd_sc_hd__dfxtp_1              192    192
sky130_fd_sc_hd__and3_1                19     19
sky130_fd_sc_hd__nand2b_1               8      8
sky130_fd_sc_hd__and4_1                11     11
sky130_fd_sc_hd__a21oi_1               59     59
-- worst max-delay path by stage --
stage	from	to	slack, ns	depth (start not counted)
final	Slt	Output1_[49]	10.91	11
after CTS	Slt	Output1_[49]	10.92	11
after global routing	Slt	Output1_[49]	10.64	11
-- power groups by stage --
stage	clock [mW]	combinational (mW)	sequential [mW]
finish	0.416	0.0176	0.431
global route	0.446	0.0198	0.431
CTS	0.431	0.0180	0.431
-- per-stage QoR --
stage	hold WS [ns]	util (%)	total power, mW	cell area [um2]	cells
6_report	0.4874	36.72	0.8648	13190	1957
5_1_grt	0.5222	36.72	0.8966	13190	1957
4_1_cts	0.4951	36.72	0.8798	13190	1957
3_5_place_dp	0.4826	34.99	0.4590	12570	1927
3_3_place_gp	0.4728	34.99	0.4587	12570	1927
2_1_floorplan	0.4448	-	0.4535	11070	1415
-- state kept, by name, summed over array words and instances, names as in the netlist --
name	flops
o2	64
Output1_	64
Output0_	64
-- routing by layer --
metal,vias up,GRT usage (%),part of all wire [%]
met5,-,0,0.040
met4,2,2.998,1.9
met3,40,2.376,5.2
met2,309,26.82,45
met1,4861,26.34,48
li1,5205,-,-
-- cell families after synthesis --
kind of cell / after synthesis / share of synthesized area (%)
compound gates: 175 / 9.314
fa+ha+maj: 3 / 0.3391
xor+xnor: 116 / 9.178
simple gates: 780 / 37.82
buf+inv: 113 / 5.041
mux: 36 / 3.583
flops: 192 / 34.72
-- critical path: stages --
cell                              delay (ns)
sky130_fd_sc_hd__clkdlybuf4s50_1        0.52
sky130_fd_sc_hd__nand2_1                0.07
sky130_fd_sc_hd__buf_4                  0.24
sky130_fd_sc_hd__nor2_1                 0.20
sky130_fd_sc_hd__nand2_1                0.12
sky130_fd_sc_hd__nor3_1                 0.38
sky130_fd_sc_hd__nand3_1                0.43
sky130_fd_sc_hd__or4_1                  0.58
sky130_fd_sc_hd__or4_4                  0.55
sky130_fd_sc_hd__or4_1                  0.44
sky130_fd_sc_hd__a21oi_1                0.15
-- layout make-up --
type | count | area, um2 | area share, %
clock inverter | 11 | 178.9 | 1.357
sequential | 192 | 3844 | 29.15
timing repair buffer | 142 | 1395 | 10.58
inverter | 22 | 82.58 | 0.6262
clock buffer | 19 | 442.9 | 3.359
multi-input combinational | 1110 | 6668 | 50.56
tap | 461 | 576.8 | 4.374
No activity file was given, so power comes from the tool's default toggle rates.
