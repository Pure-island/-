File: design/flow/run.sh
#!/bin/bash
# OpenROAD 26Q1-2900-gdf79404cd8, Yosys 0.63+post, stock flow scripts
make -C /OpenROAD-flow-scripts/flow DESIGN_CONFIG=/design/flow/config.mk WORK_HOME=/design/flow/orfs finish
File: design/flow/config.mk
export PLATFORM = sky130hd
export DESIGN_NAME = npc
export DESIGN_NICKNAME = npc
export VERILOG_FILES = /design/flow/design.v
export SDC_FILE = /design/flow/constraint.sdc
export NUM_CORES = 4
export LEC_CHECK = 1
export CORE_UTILIZATION = 50
File: design/flow/constraint.sdc
current_design npc

set clk_period 22.2
set clk_io_pct 0.2

create_clock -name clk0 -period $clk_period

set non_clock_inputs [all_inputs -no_clocks]
set_input_delay [expr $clk_period * $clk_io_pct] -clock clk0 $non_clock_inputs
set_output_delay [expr $clk_period * $clk_io_pct] -clock clk0 [all_outputs]
File: design/flow/design.v
`timescale 1ns / 1ps
module mux(
    input [31:0] dataB,
    input [31:0] selectB,
	 input sel,
    input [31:0] _32in1,
    input [31:0] _32in2,
    input [4:0] _5in1,
    input [4:0] _5in2,
    output reg[31:0] _32out,
    output reg[4:0] _5out
    );
	always @(*)begin
		if(dataB==32&&selectB==1)begin
			if(sel==0) _32out= _32in1;
			else _32out= _32in2;
		end
		if(dataB==5&&selectB==1)begin
			if(sel==0) _5out= _5in1;
			else _5out= _5in2;
		end
	end
endmodule
`timescale 1ns / 1ps
module npc(
    input [31:0] pc,
    input [31:0] ins,
    input [31:0] extended,
    input branch,
    input zero,
	 input jal,
	 input jr,
	 input [31:0]jr_pc,
    output [31:0] newpc
    );
	wire [4:0] fake1,fake2;
	wire [31:0]one,two,three,pc1,pc2,jal_pc;
	assign one=pc+4;
	assign two=one+extended*4;
	assign jal_pc={pc[31:28],ins[25:0],2'b00};
	mux m0(32,1,branch&zero,one,two,fake1,fake1,pc1,fake2);
	mux m1(32,1,jal,pc1,jal_pc,fake1,fake1,pc2,fake2);
	mux m2(32,1,jr,pc2,jr_pc,fake1,fake1,newpc,fake2);
endmodule
==> Changelog: implementation <==
### Metrics

* Outcome: complete, no violations
* Die height at slightly below 80 um
* Cts hold-fix bufs at 0
* # IOs at 164
* Clock power share at 0%
* Reg power frac at 0%
* Top non-seq family: AND-OR/OR-AND gates
* Worst-margin pin slew at 669 ps
* Register area at 0 um2
* Post-CTS Setup Bufs at 0
* DRC viols at 0
* LEAKAGE at 1.86 nW
* Comb power frac at 100.0%
* Sw Share at 44.7%
* # Cells Yosys at 451
* Most frequent cells in the layout: clkdlybuf4s50_1 (156), nand2_1 (70), o21ai_0 (47)
* Critical path startpoint category: primary input
* Int Pwr at around 0.058 mW
* Cts repair resizes at 0
* Core area at approximately 5600 um2
* Yosys adder share at 16.3%
* CP Capture Type: output pin
* Commonest Layout Cell: clkdlybuf4s50_1
* Pin count of the biggest net entering global routing at 47
* First-pass GRT wire length at 16.3 mm
* PwrDens at between 20 and 25 nW/um2
* Antenna cells at 0
* Clock buffer count at 0
* Pre-CTS setup slack at ~8800 ps
* XORs/XNORs by Area at 14.8%
* Num sequential at 0
* Vias in the first global route at ~3500
* Simple-gate share of the synthesized area at 27.9%
* Initial DRT Pass Iterations at 6
* Setup tns final at 0 ps
* Antenna-violating nets left at 0
* Final Cycle Share at 60.6%
* Synth Cell Area at 2960 um2
* P_sw at 0.0465 mW
* GR Overflow Total at 0
* # Max-Cap Violations at 0
* PnR worst setup slack at roughly 8700 ps
* Crit-path max FO at 6
* WS Path Type: in -> out
* Worst min path class: in -> out
* Fp_density at 52.8%
* Total Routed Length at a little over 10 mm
* Count of tool warnings at 49
* CP arrival at 9020 ps
* Avg Inst Size Synth at ~6.6 um2
* Synth warnings at 1
* Fin crit period at 13460 ps
* Yosys stat area at 2960 um2
* # fillers at ~380
* Finish-stage setup viols at 0
* Share of layout cells above drive strength 1 at between 3 and 4%
* Iter 0 DRT Violations at 247
* WHS at between 9000 and 10000 ps
* Vias per std cell at 5.80
* Die ar. at 6230 um2
* Via Count at 3865
* Slew headroom at between 50% and 60%
* Fmax at roughly 0.074 GHz
* VDD IR max at 0.0172 mV
* Overall Global Routing Usage at 32.9%
* Worst path required time at 17760 ps
* Mux frac, synth at 2.03%
* Post-Synthesis Cells at about 450
* Die x size at roughly 79 um
* Fin. max-slew vios at 0
* Post-synth cell types at between 50 and 60
* IO buf count at ~160
* RSZ-0062 raised after global routing: no
* Wire length per cell at 15.3 um
* Final hold violations at 0
* Initial antenna violation count at 0
* Synth Seq Share at 0%
* Routability Congestion at around 1
* Layout area overhead at 54.8%
* Yosys aoi share at 35.4%
* DP HPWL at roughly 8.3 mm
* Row count at 27
power groups by stage:
stage,sequential (mW),combinational [mW],clock [mW]
after CTS,0,0.104,0
after global routing,0,0.114,0
final,0,0.104,0
per-stage QoR:
stage,utilization [%],instances,total power [mW],cell area [um2]
after floorplan,-,451,0.0557,2960
after global placement,81.7,666,0.102,4580
after detailed placement,81.7,666,0.103,4580
after CTS,81.7,666,0.104,4580
after global routing,81.7,666,0.114,4580
final,81.7,666,0.104,4580
cell usage after synthesis, types with 10 or more instances:
library cell / count / area share (%)
o211ai_1: 10 / 2.5
xnor2_1: 30 / 8.9
a21oi_1: 27 / 4.6
o21ai_0: 47 / 7.9
clkbuf_1: 17 / 2.2
nor2_1: 28 / 3.6
nand3_1: 16 / 2.7
xor2_1: 20 / 5.9
ha_1: 37 / 16
nand2_1: 70 / 8.9
a21o_1: 14 / 3.6
inv_1: 10 / 1.3
logic make-up after synthesis:
family,Yosys count
and+or+nand+nor,169
AOI/OAI and AO/OA,160
muxes,6
buffers and inverters,28
adders and majority gates,38
xor gates and xnor gates,50
worst paths after layout:
path / from / to / slack [ps] / cells after the start
max: pc[4] / newpc[29] / 8740 / 18
min: jr_pc[5] / newpc[5] / 9770 / 4
final cells by class:
type | count | area (um2) | area share [%]
inverters | 10 | 37.5 | 0.819
multi-input cells | 423 | 2850 | 62.3
well taps | 72 | 90.1 | 1.97
repair buffers | 161 | 1600 | 34.9
per-layer routing:
| layer | GRT usage, % | routed length, um |
|---|---|---|
| met5 | 0 | 0 |
| met4 | 5.64 | 174 |
| met3 | 5.02 | 1120 |
| met2 | 54.9 | 4490 |
| met1 | 45.3 | 4370 |
worst max-delay path, stage by stage:
cell             delay, ps
clkdlybuf4s50_1        540
and3_1                 190
and2_0                 330
nand2_1                300
nor2_1                 210
xor2_1                 210
ha_1                   320
a21oi_1                140
o21ai_0                130
o41ai_1                410
nand2_1                130
o21ai_2                250
nor2_2                  80
a221o_1                360
a31oi_1                220
xor2_1                  90
a31oi_1                190
clkdlybuf4s50_1        490
Power figures rest on the tool's default switching activity, not on a simulated workload.
